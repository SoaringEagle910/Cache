### /design/flow/config.mk
export PLATFORM = sky130hd
export DESIGN_NAME = dBRAM
export DESIGN_NICKNAME = dBRAM
export VERILOG_FILES = /design/flow/design.v
export SDC_FILE = /design/flow/constraint.sdc
export NUM_CORES = 4
export LEC_CHECK = 1
export CORE_UTILIZATION = 30
### /design/flow/constraint.sdc
current_design dBRAM

set clk_period 55.3
set clk_io_pct 0.2

create_clock -name clk0 -period $clk_period [get_ports {clka}]
create_clock -name clk1 -period $clk_period [get_ports {clkb}]

set non_clock_inputs [all_inputs -no_clocks]
set_input_delay [expr $clk_period * $clk_io_pct] -clock clk0 $non_clock_inputs
set_output_delay [expr $clk_period * $clk_io_pct] -clock clk0 [all_outputs]
### /design/flow/design.v
`timescale 1ns / 1ps
module dBRAM #( 
    parameter DATA_SIZE = 32,
    parameter ADDR_SIZE = 7
) (
    input logic clka,
    input logic clkb,
    input logic ena,
    input logic enb,
    input logic[3:0] wea, 
    input  logic [DATA_SIZE-1:0] dina,
    input  logic [ADDR_SIZE-1:0] addra,
    input  logic [ADDR_SIZE-1:0] addrb,
    output logic [DATA_SIZE-1:0] doutb
);
    (* ram_style = "block" *) logic [DATA_SIZE-1:0] data[2**ADDR_SIZE];
    wire [31:0]write_mask_a;
    assign write_mask_a={{8{wea[3]}},{8{wea[2]}},{8{wea[1]}},{8{wea[0]}}};
    initial begin
        for (integer i = 0; i < 2 ** ADDR_SIZE; i++) begin
            data[i] = 0;
        end
    end
    always_ff @(posedge clkb) begin
        doutb <= data[addrb];
    end
    always_ff @(posedge clka) begin
        if (ena & (|wea)) begin
            data[addra] <= (dina&write_mask_a)|(data[addra]&~write_mask_a);
        end
    end
endmodule
### /design/flow/run.sh
#!/bin/bash
# OpenROAD 26Q1-2900-gdf79404cd8, Yosys 0.63+post, stock flow scripts
make -C /OpenROAD-flow-scripts/flow DESIGN_CONFIG=/design/flow/config.mk WORK_HOME=/design/flow/orfs finish
==> impl_metrics.tcl <==
# implementation run metrics
set metrics [dict create \
    status "complete, no violations" \
    drtPass1Iterations 8 \
    drive_gt1_share_pct 30.9 \
    simple_gate_area_share_pct 2.06 \
    r2r_cells 8 \
    worst-r2r-setup-slack_ps 50670 \
    setup.worst_path.start_class "input pin" \
    hp-start "data[84][29]$_DFFE_PP_" \
    fillers 57933 \
    cp-end-kind "flop" \
    grt_max_degree 82 \
    synth.top_cells.by_count "edfxtp_1 (4096), mux4_2 (1539), a221oi_1 (563)" \
    synth.distinct_cells 76 \
    rsz0062_at_grt "false" \
    die_height_um 798 \
    warnings 28 \
    cts-resized-gates 0 \
    postSynthCellCount 10391 \
    slew_headroom_pct 7.01 \
    cts_tree "built" \
    reg2reg_to "data[44][19]$_DFFE_PP_" \
    power.total_mw 7.29 \
    synthDominantCellAreaShare_pct 64.8 \
    antenna_found_initial 113 \
    yosys.area_share.adder_pct 0 \
    synth_chip_area_mm2 0.190 \
    final_antenna_net_count 0 \
    p_leak_nw 66.9 \
    first_global_vias 129816 \
    portBuffers 83 \
    mux_area_share_pct 22.2 \
    initCoreUtil_pct 30.2 \
    final_util_pct 34.8 \
    combGateArea_mm2 0.0636 \
    hold_slack_ps 1310 \
    yosys.area.top_type "edfxtp_1" \
    clock_sinks 4128 \
    worstSetupPathType "in2reg" \
    core_area_mm2 0.629 \
    cts.hold.buffers_added 0 \
    cp_max_fo 64 \
    post_drt_wl_per_cell_um 41.0 \
    die_area_mm2 0.636 \
    post-place-ws_ps 37300 \
    fin_ws_ps 37820 \
    arrival_ps 18180 \
    powerDensity_mw_per_mm2 33.3 \
    pin_count 86 \
    die_w_um 798 \
    synth_top_cell_by_count "edfxtp_1" \
    path_clk_slew_ps 60 \
    maxCapViolations 0 \
    syn_area_mm2 0.190 \
    register_area_mm2 0.124 \
    fin_skew_ps 76.0 \
    grt_remaining_overflow 0 \
    postCtsSetupBuffers 0 \
    wl_um 803000 \
    dr.first_iter.drc_count 10835 \
    async_flop_share_pct 0 \
    viasPerCell 6.20 \
    yosys_cells 10391 \
    synthTopLogicFamily "multiplexers" \
    setup_viol 0 \
    hold_viol 0 \
    r2r_start "data[68][19]$_DFFE_PP_" \
    synthFlopType "edfxtp_1" \
    area_leaders "edfxtp_1 (65%), mux4_2 (18%), a221oi_1 (2.6%), mux2i_1 (2.3%), mux2_2 (1.6%)" \
    row_count 291 \
    whs_path_depth 5 \
    yosys.area_share.aoi_pct 8.36 \
    grt_usage_pct 26.6 \
    syn_avg_cell_area_um2 18.3 \
    hold_path.class "reg2reg" \
    holdPathEnd "data[116][29]$_DFFE_PP_" \
    synth-seq-cells 4128 \
    num_vias 121540 \
    fin_tns_setup_ps 0 \
    place.gp.congestion 1.02 \
    cp.required_ps 56000 \
    synth-edff-count 4096 \
    finalMaxSlewViolations 0 \
    dp_hpwl_um 510000 \
    grt_pass1_wl_um 1080000 \
    drc_errors 0 \
    area_growth_pct 15.2 \
    xor_share_pct 0 \
    yosys_warnings 1 \
    synth_seq_share_pct 65.1 \
    tightest_slew_ps 1380 \
    ir_drop_uv 28.8 \
]
[worst max path at each step]
stage	startpoint	end	slack (ps)	cells past startpoint
4_1_cts	addrb[0]	doutb[3]$_DFF_P_	37840	11
5_1_grt	addrb[0]	doutb[3]$_DFF_P_	37440	11
6_report	addra[1]	data[39][14]$_DFFE_PP_	37820	14
[stage by stage]
step | area, µm² | cells
final | 219000 | 19602
after global routing | 219000 | 19532
after CTS | 218000 | 19395
after detailed placement | 204000 | 18610
after global placement | 204000 | 18610
after floorplan | 190000 | 10391
[state kept, by name, summed over array words and instances, names as in the netlist]
| signal | count |
|---|---|
| data | 4096 |
| doutb | 32 |
[power by group]
part           leakage [nW]  switching [mW]  internal [mW]  total, mW
Clock                  6.85            1.27           1.68       2.95
Combinational          23.0           0.575          0.230      0.805
Sequential             37.0         0.00730           3.53       3.53
Total                  66.9            1.85           5.44       7.29
[metal layers]
layer / GRT usage, % / wire (µm)
met1: 22.9 / 210000
met2: 34.5 / 328000
met3: 28.2 / 191000
met4: 17.1 / 65700
met5: 14.4 / 8880
[critical path: stages]
cell and delay [ps]:
buf_8 310, buf_4 650, buf_4 610, and3_4 740, buf_4 680, buf_4 490, buf_4 490, a221oi_1 150
o21ai_0 130, and3_1 690, a211oi_1 110, buf_4 240, a32oi_4 750, buf_4 740
[cell usage in the layout (no fill, tap or decap), types with 49 or more instances in the layout]
| cell type | instances |
|---|---|
| edfxtp_1 | 4096 |
| a21oi_1 | 296 |
| o221ai_1 | 54 |
| a31oi_1 | 49 |
| clkinv_2 | 88 |
| clkbuf_16 | 433 |
| mux2i_1 | 445 |
| mux4_2 | 1539 |
| clkdlybuf4s50_1 | 69 |
| clkinv_1 | 95 |
| nor2_4 | 133 |
| diode_2 | 207 |
| a221oi_1 | 563 |
| o22ai_1 | 57 |
| o211ai_1 | 51 |
| buf_4 | 708 |
| mux2_2 | 267 |
| a22oi_1 | 231 |
| a22o_1 | 62 |
| bufinv_16 | 53 |
| clkbuf_1 | 63 |
| a221o_1 | 130 |
| nand2_1 | 316 |
| nor2_1 | 283 |
| o21ai_0 | 309 |
[final cells by class]
class	instances	share of cell area, %
timing repair buffer	805	2.95
inverter	18	0.0452
antenna	207	0.237
tap	8350	4.77
sequential	4128	56.5
clock buffer	496	5.06
clock inverter	289	1.38
multi-input combinational	5309	29.1
[kinds of logic (layout without fill, tap and decap cells)]
kind of cell           count (synthesis)  in the layout
DFF                                 4128           4128
muxes                               2251           2251
AOI/OAI and AO/OA                   2128           2128
other                                  0            207
buffers and inverters                954           1608
and+or+nand+nor                      930            930
No activity file was given, so power comes from the tool's default toggle rates.
