<file path="design/flow/design.v">
`timescale 1ns / 1ps
module BRAM #(
    parameter DATA_SIZE = 32,
    parameter ADDR_SIZE = 7
) (
    input logic clk,
    input logic ena,   
    input logic enb, 
    input logic[3:0] wea, 
    input logic[3:0] web,
    input  logic [DATA_SIZE-1:0] dina,
    input  logic [ADDR_SIZE-1:0] addra,
    output logic [DATA_SIZE-1:0] douta,
    input  logic [DATA_SIZE-1:0] dinb,
    input  logic [ADDR_SIZE-1:0] addrb,
    output logic [DATA_SIZE-1:0] doutb
);
    (* ram_style = "block" *) logic [DATA_SIZE-1:0] data[2**ADDR_SIZE];
    wire [31:0]write_mask_a;
    assign write_mask_a={{8{wea[3]}},{8{wea[2]}},{8{wea[1]}},{8{wea[0]}}};
    wire [31:0]write_mask_b;
    assign write_mask_b={{8{web[3]}},{8{web[2]}},{8{web[1]}},{8{web[0]}}};
    initial begin
        for (integer i = 0; i < 2 ** ADDR_SIZE; i++) begin
            data[i] = 0;
        end
    end
    always_ff @(posedge clk) begin
        if (ena & (|wea)) douta <= dina;
        else if (ena) douta <= data[addra];
        else douta <= 0;
        if (enb & (|web)) doutb <= dinb;
        else if (enb) doutb <= data[addrb];
        else doutb <= 0;
    end
    always_ff @(posedge clk) begin
        if (ena & (|wea)) begin
            data[addra] <= (dina&write_mask_a)|(data[addra]&~write_mask_a);
        end
        else if (enb & (|web)) begin
            data[addrb] <= (dinb&write_mask_b)|(data[addrb]&~write_mask_b);
        end
    end
endmodule
</file>
<file path="design/flow/run.sh">
#!/bin/bash
# OpenROAD 26Q1-2900-gdf79404cd8, Yosys 0.63+post, stock flow scripts
make -C /OpenROAD-flow-scripts/flow DESIGN_CONFIG=/design/flow/config.mk WORK_HOME=/design/flow/orfs finish
</file>
<file path="design/flow/config.mk">
export PLATFORM = sky130hd
export DESIGN_NAME = BRAM
export DESIGN_NICKNAME = BRAM
export VERILOG_FILES = /design/flow/design.v
export SDC_FILE = /design/flow/constraint.sdc
export NUM_CORES = 4
export LEC_CHECK = 1
export CORE_UTILIZATION = 50
</file>
<file path="design/flow/constraint.sdc">
current_design BRAM

set clk_period 35.6
set clk_io_pct 0.2

create_clock -name clk0 -period $clk_period [get_ports {clk}]

set non_clock_inputs [all_inputs -no_clocks]
set_input_delay [expr $clk_period * $clk_io_pct] -clock clk0 $non_clock_inputs
set_output_delay [expr $clk_period * $clk_io_pct] -clock clk0 [all_outputs]
</file>
==> notes.md <==
run results: die width 625.8 µm, pin count of the biggest net entering global routing 92, Yosys warning count 1, Mean Syn Cell Area 18.00 µm², final WL 772.8 mm, post-route antenna net violation count 0, Synth flops 4,160, CP top delay family buffers and inverters, Finished Layout Cells 16,890, Clock Sinks 4,160, RSZ-0062 raised after global routing no, worst-margin pin slew 1.480 ns, Peak Freq 68.59 MHz, number of buffers added on ports 152, crit-path max cell delay 0.91 ns, Worst Setup Slack, final 21.02 ns, area share of the largest cell type after synthesis 0.6322, tool warning count 26, CTS tree yes, Core Box Area 386,500 µm², total global-route track usage 0.4463, asr flop ratio synth 0, Most Frequent Cell on Critical Path buf_4, Wirelength per Cell 45.75 µm, row count 228, initial antenna violation count 56, Cell Area, Synth 194,600 µm², Yosys chip area 194,600 µm², crit path DRT 36.30 ns, Design Area, Final 218,900 µm², Arr. time, crit path 15.28 ns, First-pass DRT Iterations 8, Inst Count DP 15,980, setup violators final 0, Primary FF master, synth edfxtp_1, Clock H-tree levels 5, final hold slack 1.062 ns, Worst Skew 0.05715 ns, setup TNS 0 ns, Vias per Instance 7.126, fillers 28,390, Max VDD drop 0.04757 mV, clk latency of the worst-skew pair 1.05 ns, # IOs 153, first-pass GRT wire length 1050 mm, CP Cell Sequence buf_16, buf_4, buf_4, buf_4, buf_4, buf_4, buf_4, buf_4, mux4_2, a22oi_1, nand2_1, nor3_1, nand2_1, nor4bb_4, buf_4, buf_4, cells in synth_stat.txt 10,810, total CTS buffers 444, final hold violation count 0, Post-synth EDFFs 4,096, status finished, final reports clean, Synth top cell by count edfxtp_1, Bufs and invs on worst path 10, CP max stage cell nor3_1, vias in the first global route 130,700, Area after DPL 204,200 µm², Pins Over Slew Limit 0, top cell types by occurrence after synthesis edfxtp_1 (4,096), mux4_2 (1,500), mux2i_1 (1,190), Hold Crit Class reg -> reg, clk slew on worst S/H paths 0.06 ns, CP Launch Type primary input, clock buffer depth 4, CTS Hold Bufs 0, Area Growth Syn to Fin 12.50%, die height 625.8 µm, RR Startpoint data[1][0]$_DFFE_PP_, setup bufs post-CTS 0, Pre-Place Util 0.5033, critical path capture point type register, Cell variety after synth 83, Starting DRT DRC Count 9,463, Root Driver clkbuf_16, Synth Seq Share 0.6388, launch point of the critical path addrb[0], crit path max fanout 56, LEAKAGE 71.10 nW, cell taking the most area after synthesis edfxtp_1, gp weighted congestion 1.017, HP Start data[110][29]$_DFFE_PP_, dpl hpwl 485.1 mm, pwr/cell area 52.62 nW/µm², vias 120,400, final period demand of the worst path 14.58 ns, Synth Instances 10,810, cycle use final 0.4095, Congestion Overflow GR 0, Top cells by area edfxtp_1 (63%), mux4_2 (17%), mux2i_1 (6.1%), relative slew slack 0.004255, detailed-route DRC error count 0, share of layout cells above drive strength 1 0.2734, max-cap viol count 0, Post-CTS Resized 0, chip area 391,600 µm², Crit Path Class in -> reg, pre-CTS setup slack 20.01 ns
-- state kept, by name (all words and copies together) (netlist names) --
name,cells
doutb,32
douta,32
data,4096
-- final cells by class --
| class | count | area [µm²] | share of cell area |
|---|---|---|---|
| clock inverter | 280 | 2809 | 0.01283 |
| clock buffer | 535 | 11660 | 0.05329 |
| multi-input combinational | 5758 | 66230 | 0.3026 |
| antenna | 99 | 247.7 | 0.001132 |
| tap | 5175 | 6475 | 0.02958 |
| sequential | 4160 | 124300 | 0.5678 |
| inverter | 19 | 71.32 | 0.0003258 |
| timing repair buffer | 864 | 7109 | 0.03248 |
-- power breakdown --
group          switching, mW  internal, mW
Combinational          0.903         0.353
Sequential            0.0104          5.58
Clock                   1.96          2.71
Total                   2.88          8.64
-- per-stage QoR --
stage               total power [mW]  utilization
floorplan                      6.374            -
global placement               6.877       0.5281
detailed placement             6.895       0.5281
CTS                            11.49       0.5656
global route                   11.74       0.5660
finish                         11.52       0.5663
-- path summary, 6_finish.rpt --
path | to | slack [ns] | cells after the start
worst min register to register | doutb[29]$_DFF_P_ | 1.06 | 6
worst max register to register | data[29][0]$_DFFE_PP_ | 30.50 | 8
worst min-delay path | doutb[29]$_DFF_P_ | 1.06 | 6
worst max-delay path | data[8][5]$_DFFE_PP_ | 21.02 | 16
-- worst register-to-register path, delay by kind of cell (launching register included) --
kind / cells / cell delay (ns)
AND/OR/NAND/NOR: 3 / 2.30
buffers and inverters: 2 / 1.40
AND-OR/OR-AND: 2 / 0.44
flip-flops: 1 / 0.35
multiplexers: 1 / 0.25
-- logic make-up after synthesis --
| kind of cell | after synthesis | synth area share |
|---|---|---|
| AND-OR/OR-AND | 1500 | 0.05493 |
| AND/OR/NAND/NOR | 1509 | 0.03811 |
| buffers and inverters | 889 | 0.02984 |
| flip-flops | 4160 | 0.6388 |
| multiplexers | 2749 | 0.2383 |
-- metal layers --
metal	global-route usage	vias to the layer above	wire length, µm
met1	0.4577	59790	199500
met5	0.1133	-	5959
met2	0.5673	11010	326600
met4	0.3179	114	77220
li1	-	46900	-
met3	0.3970	2549	163600
-- layout by cell type (no fill, tap or decap), drive strengths merged, types with 99 or more instances in the layout --
cell type / instances
diode: 99
clkbuf: 535
clkdlybuf4s50: 138
mux2i: 1190
edfxtp: 4096
a21oi: 184
clkinv: 196
nand4: 110
o22ai: 145
a22oi: 771
nand2: 483
o21ai: 102
nand3: 292
nor2: 235
buf: 726
mux4: 1501
Power and IR drop assume default switching activity.
